==> flow/design.v <==
module uart_cir (
    clk         ,
    rst_n       ,
    rx_uart     ,
    tx_uart     ,
    led
);
input   clk         ;
input   rst_n       ;
input   rx_uart     ;
output  tx_uart     ;
output [2:0]    led ;
    wire    rx_flag     ;
    wire [7:0] rx_data  ;
uart_rx  u_uart (
    .clk                     ( clk             ),
    .rst_n                   ( rst_n           ),
    .rx_uart                 ( rx_uart         ),
    .led                     ( led      [2:0]  ),
    .out_data                ( rx_data  [7:0]  ),
    .out_flag                ( rx_flag         )
);
uart_tx u_uart_tx (
    .clk                     ( clk            ),
    .rst_n                   ( rst_n          ),
    .in_data                 ( rx_data  [7:0] ),
    .in_flag                 ( rx_flag        ),
    .tx_uart                 ( tx_uart        )
);
endmodule  
module uart_rx (
    clk     ,
    rst_n   ,
    led     ,
    rx_uart ,
    out_data ,
    out_flag
);
input       clk     ;
input       rst_n   ;
input       rx_uart ;
output[2:0] led     ;
output[7:0] out_data ;
output      out_flag ;
parameter TIMES     = 5208  ;
parameter TIMES2    = 10     ;
reg [12:0]  cnt0        ;
wire        add_cnt0    ;
wire        end_cnt0    ;
reg [3:0]   cnt1        ;
wire        add_cnt1    ;
wire        end_cnt1    ;
reg         rx_uart_ff0 ;
reg         rx_uart_ff1 ;
reg         rx_uart_ff2 ;
reg         flag_add    ;
reg [2:0]   led         ;
reg         rx_flag     ;
reg [7:0]   rx_data     ;
reg         bit_flag    ;
reg         out_flag    ;
reg [7:0]   out_data    ;
always @( posedge clk or negedge rst_n ) begin
    if(!rst_n)begin
        cnt0 <= 0;
    end
    else if(add_cnt0)begin
        if(end_cnt0)begin
            cnt0 <= 0;
        end
        else begin
            cnt0 <= cnt0 + 1;
        end
    end    
end
assign add_cnt0 = flag_add;
assign end_cnt0 = add_cnt0 && cnt0== TIMES - 1;
always @( posedge clk or negedge rst_n ) begin
    if(!rst_n)begin
        cnt1 <= 0;
    end
    else if(add_cnt1)begin
        if(end_cnt1)begin
            cnt1 <= 0;
        end
        else begin
            cnt1 <= cnt1 + 1;
        end
    end    
end
assign add_cnt1 = end_cnt0;
assign end_cnt1 = add_cnt1 && cnt1== TIMES2 - 1;
always @( posedge clk or negedge rst_n ) begin
    if(!rst_n)begin
        rx_uart_ff0 <= 1;
        rx_uart_ff1 <= 1;
        rx_uart_ff2 <= 1;
    end
    else begin
        rx_uart_ff0 <= rx_uart;
        rx_uart_ff1 <= rx_uart_ff0;
        rx_uart_ff2 <= rx_uart_ff1;
    end    
end
assign add_cnt1 = end_cnt0;
assign end_cnt1 = add_cnt1 && cnt1== TIMES2 - 1;
always @( posedge clk or negedge rst_n ) begin
    if(!rst_n)begin
        flag_add <= 0;
    end
    else if(rx_uart_ff1==0 && rx_uart_ff2==1)begin
        flag_add <= 1;
    end
    else if(end_cnt1)begin
        flag_add <= 0;
    end    
end
always @( posedge clk or negedge rst_n ) begin
    if(!rst_n)begin
        led <= 0;
    end
    else if(cnt0==TIMES/2 - 1 && flag_add && cnt1 > 0 && cnt1 < 4)begin
        led[cnt1 -1] <= rx_uart_ff2;
    end    
end
always @( posedge clk or negedge rst_n ) begin
    if(!rst_n)begin
        bit_flag <= 0;
    end
    else if(cnt0==TIMES/2 - 1 && flag_add && cnt1 > 0)begin
        bit_flag <= 1;
    end   
    else 
        bit_flag <= 0; 
end
always @( posedge clk or negedge rst_n ) begin
    if(!rst_n) begin
        rx_data <= 0;
    end
    else    if(cnt1 >= 1 && cnt1 <= 8 && bit_flag == 1) begin
        rx_data <=  {rx_uart_ff2,rx_data[7:1]};
    end
    else    if(cnt1 == 9)
        rx_data <= 1;
end
always @( posedge clk or negedge rst_n ) begin
    if(!rst_n) begin
        rx_flag <= 0;
    end
    else    if(cnt1 == 8 && bit_flag == 1)
        rx_flag <= 1;
    else
        rx_flag <= 0;     
    end
always @( posedge clk or negedge rst_n ) begin
    if(!rst_n) begin
        out_data <= 0;
    end
    else    if(rx_flag == 1)
        out_data <= rx_data;
end
always @( posedge clk or negedge rst_n ) begin
    if(!rst_n) begin
        out_flag <= 0;
    end
    else
        out_flag <= rx_flag;
end
endmodule
module uart_tx (
    clk         ,
    rst_n       ,
    in_data     ,
    in_flag     ,
    tx_uart
);
    input       clk         ;
    input       rst_n       ;
    input [7:0] in_data     ;
    input       in_flag     ;
    output      tx_uart     ;
    parameter TIMES = 5208  ;
    parameter TIMES2 = 10   ; 
    reg [12:0]  cnt0        ;
    wire        add_cnt0    ;
    wire        end_cnt0    ;
    reg [3:0]   cnt1        ;   
    wire        add_cnt1    ;
    wire        end_cnt1    ;
    reg [7:0]   send_data   ;
    wire        in_flag     ;
    reg         send_flag   ;    
    reg         tx_uart     ;
always @( posedge clk or negedge rst_n ) begin
    if(!rst_n)begin
        cnt0 <= 0;
    end
    else if(add_cnt0)begin
        if(end_cnt0)begin
            cnt0 <= 0;
        end
        else begin
            cnt0 <= cnt0 + 1;
        end
    end    
end
assign add_cnt0 = send_flag;
assign end_cnt0 = add_cnt0 && cnt0== TIMES - 1;
always @( posedge clk or negedge rst_n ) begin
    if(!rst_n)begin
        cnt1 <= 0;
    end
    else if(add_cnt1)begin
        if(end_cnt1)begin
            cnt1 <= 0;
        end
        else begin
            cnt1 <= cnt1 + 1;
        end
    end    
end
assign add_cnt1 = end_cnt0;
assign end_cnt1 = add_cnt1 && cnt1== TIMES2 - 1;
always @( posedge clk or negedge rst_n ) begin
    if(!rst_n) begin
        send_flag <= 0;
    end
    else    if(in_flag) begin
        send_flag <=  1;
    end
    else  if(end_cnt1) begin
        send_flag <=  0;
    end 
    else
        send_flag <=  send_flag;
end
always @( posedge clk or negedge rst_n ) begin
    if(!rst_n) begin
        send_data <= 0;
    end
    else    if(send_flag) begin
        send_data <=  in_data;
    end
    else  begin
        send_data <=  send_data;
    end
end
always @( posedge clk or negedge rst_n ) begin
    if(!rst_n) begin
        tx_uart <= 1; 
    end
    else    if(send_flag == 1) begin  
        case(cnt1)
            0   :tx_uart <= 0           ;
            1   :tx_uart <= send_data[0];
            2   :tx_uart <= send_data[1];
            3   :tx_uart <= send_data[2];
            4   :tx_uart <= send_data[3];
            5   :tx_uart <= send_data[4];
            6   :tx_uart <= send_data[5];
            7   :tx_uart <= send_data[6];
            8   :tx_uart <= send_data[7];
            9   :tx_uart <= 1           ;
            default tx_uart <= 1        ;
        endcase
    end
end
endmodule
==> flow/run.sh <==
#!/bin/bash
# OpenROAD 26Q1-2900-gdf79404cd8, Yosys 0.63+post, stock flow scripts
make -C /OpenROAD-flow-scripts/flow DESIGN_CONFIG=/design/flow/config.mk WORK_HOME=/design/flow/orfs finish
==> flow/config.mk <==
export PLATFORM = sky130hd
export DESIGN_NAME = uart_cir
export DESIGN_NICKNAME = uart_cir
export VERILOG_FILES = /design/flow/design.v
export SDC_FILE = /design/flow/constraint.sdc
export NUM_CORES = 4
export LEC_CHECK = 1
export CORE_UTILIZATION = 40
==> flow/constraint.sdc <==
current_design uart_cir

set clk_period 5.1
set clk_io_pct 0.2

create_clock -name clk0 -period $clk_period [get_ports {clk}]

set non_clock_inputs [all_inputs -no_clocks]
set_input_delay [expr $clk_period * $clk_io_pct] -clock clk0 $non_clock_inputs
set_output_delay [expr $clk_period * $clk_io_pct] -clock clk0 [all_outputs]
==> impl_metrics.json <==
{
  "pwr-share-seq": 0.521,
  "finalHoldViolCount": 0,
  "htreeDepth": 3,
  "endpoint_kind": "register",
  "async_reset_ff_frac": 1.00,
  "grt_pass1_wl_mm": 10.3,
  "switching_share": 0.237,
  "numCtsBuffers": 9,
  "setup_violations": 0,
  "fin_cells": 437,
  "total_power_w": 0.00120,
  "layout_min_cycle_time_ns": 3.19,
  "top_cell_area_share": 0.472,
  "antenna_found_initial": 0,
  "utilization": 0.462,
  "p_clk_frac": 0.403,
  "synth_seq_share": 0.502,
  "io_pins": 7,
  "slew_viol_final": 0,
  "top_cells_by_count": "dfrtp_1, nand2_1, mux2_2, nor2_1, inv_1",
  "chipArea_um2": 9130,
  "clkTransAtPathRegs_ns": 0.08,
  "fp-utilization": 0.420,
  "cts_sinks": 70,
  "cts_root_buf": "clkbuf_8",
  "cts_resized": 0,
  "dpl.hpwl_mm": 3.82,
  "min_period_over_period": 0.625,
  "edf_count": 0,
  "syn_area_per_cell_um2": 10.9,
  "diodes": 0,
  "ys_area_um2": 3500,
  "clk_path_buf_depth": 2,
  "design_area_um2": 3850,
  "area_delta_synth_final_pct": 10.2,
  "ir_drop_mv": 0.186,
  "drive_above_1_share": 0.142,
  "ys_cells": 320,
  "worstPathMaxFanout": 9,
  "largest_area_cell": "dfrtp_1",
  "placed_cell_area_um2": 3640,
  "rows": 33,
  "maxCapViolCount": 0,
  "grtUsageTotal": 0.147,
  "flop_cell": "dfrtp_1",
  "dr.pass1.iters": 4,
  "viasPerCell": 5.24,
  "grt_max_degree": 48,
  "cp.arrival_ns": 3.42,
  "wire_per_inst_um": 13.0,
  "gr-total-overflow": 0,
  "synthCells": 320,
  "area_leaders": "dfrtp_1, mux2_2, ha_1",
  "gp_congestion": 0.802,
  "internal_power_w": 0.000916,
  "die_x_um": 95.5,
  "insertion_delay_ns": 0.33,
  "place_inst": 421,
  "io_buffer_count": 6,
  "status": "finished, final reports clean",
  "drt_iter0_markers": 103,
  "max_freq_mhz": 314,
  "comb_power_share": 0.076,
  "cts_hold_buf": 0,
  "slew_headroom": 0.486,
  "via_count": 2288,
  "cp.required_ns": 5.33,
  "setup_tns_ns": 0,
  "clock_skew_ns": 0.00869,
  "yosys_warnings": 3,
  "route.detailed.drc": 0,
  "worstSetupPathType": "register to register",
  "top_cell": "dfrtp_1",
  "wl_mm": 5.68,
  "hold_class": "register to register",
  "ant_nets": 0,
  "tightestPinTransition_ns": 0.765,
  "die_h_um": 95.5,
  "grt_pass1_vias": 2207,
  "switchingPower_w": 0.000285,
  "cts_tree": "yes",
  "postCtsSetupRepairBufs": 0,
  "ys_types": 51,
  "rsz0062_at_grt": "no",
  "syn_area_um2": 3500,
  "start_kind": "register",
  "placeableCoreArea_um2": 8340,
  "powerDensity_nw_per_um2": 312,
  "warning_count": 32,
  "leakagePower_nw": 1.78,
  "fillers": 766,
  "ys.flops": 70
}
[power by group through the flow]
stage | Sequential [W] | Combinational [W] | Clock, W
finish | 0.000626 | 0.0000912 | 0.000484
global route | 0.000632 | 0.000105 | 0.000526
CTS | 0.000625 | 0.0000930 | 0.000501
[layer usage]
| layer | track usage | vias up | routed length, um |
|---|---|---|---|
| met1 | 0.240 | 1112 | 2870 |
| met4 | 0.0124 | 0 | 41 |
| met5 | 0 | - | 0 |
| met3 | 0.0341 | 4 | 234 |
| met2 | 0.217 | 31 | 2540 |
| li1 | - | 1141 | - |
[worst max-delay path, cell delays in order (launching register included)]
cell and delay, ns:
dfrtp_1 0.50, inv_1 0.14, ha_1 0.27, xor2_1 0.19, or3_1 0.37, ha_1 0.20, or3_1 0.33, or4_1 0.42
nor4b_1 0.28, mux2_2 0.37
[cell usage in the layout, fill, tap and decap left out, types with 11 or more instances in the layout]
| master | count |
|---|---|
| dfrtp_1 | 66 |
| ha_1 | 16 |
| inv_1 | 18 |
| mux2_2 | 21 |
| nand2_1 | 25 |
| nor2_1 | 19 |
| o21ai_0 | 12 |
| xnor2_1 | 11 |
| xor2_1 | 13 |
[through the flow]
step / hold WS (ns) / setup slack, ns
CTS: 0.359 / 1.93
global placement: 0.348 / 2.01
floorplan: 0.345 / 2.14
finish: 0.357 / 1.91
global route: 0.360 / 1.72
detailed placement: 0.347 / 1.94
[flip-flops by register name (all words and copies together) (netlist names), 3 cells and up]
register / flops
u_uart.cnt0: 13
u_uart_tx.cnt0: 13
u_uart.out_data: 8
u_uart.rx_data: 8
u_uart_tx.send_data: 8
u_uart.cnt1: 4
u_uart_tx.cnt1: 4
u_uart.led: 3
[logic make-up after synthesis]
group | count (synthesis) | share of synthesized area
fa+ha+maj | 16 | 0.0572
simple gates | 113 | 0.184
xor+xnor | 24 | 0.0601
compound gates | 39 | 0.0701
flops | 70 | 0.502
buf+inv | 29 | 0.0347
mux | 29 | 0.0919
[area by class of cell]
class,count,area (um^2),area share
Clock buffer,12,145,0.0377
Clock inverter,4,70.1,0.0182
Inverter,18,67.6,0.0175
Multi-Input combinational cell,221,1620,0.421
Sequential cell,70,1760,0.456
Tap cell,105,131,0.0341
Timing Repair Buffer,7,62.6,0.0162
[worst paths after layout]
kind	to	cells after the start	from	slack (ns)
max in group asynchronous	u_uart.rx_data[1]	2	rst_n	3.45
setup reg to reg	u_uart.led[0]	9	u_uart.cnt1[0]	1.91
min in group asynchronous	u_uart.led[0]	1	rst_n	0.67
hold / removal	u_uart.rx_uart_ff1	0	u_uart.rx_uart_ff0	0.36
hold reg to reg	u_uart.rx_uart_ff1	0	u_uart.rx_uart_ff0	0.36
setup / recovery	u_uart.led[0]	9	u_uart.cnt1[0]	1.91
No activity file was given, so power comes from the tool's default toggle rates.
